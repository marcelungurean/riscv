`design.v`:
```
module Alu(
    input [31:0] io_a,
    input [31:0] io_b,
    input [3:0] io_op,
    output[31:0] io_out,
    output io_zero
);
  wire T0;
  wire T1;
  wire[31:0] alu_out;
  wire[31:0] T2;
  wire[31:0] T3;
  wire[31:0] T4;
  wire[31:0] T5;
  wire[31:0] T6;
  wire[31:0] T7;
  wire[31:0] T8;
  wire[31:0] T9;
  wire[31:0] T10;
  wire[31:0] T11;
  wire[31:0] T12;
  wire[31:0] T13;
  wire[31:0] T14;
  wire[31:0] T15;
  wire[31:0] T16;
  wire T17;
  wire[31:0] T18;
  wire[31:0] T19;
  wire[4:0] alu_shamt;
  wire[4:0] T20;
  wire[31:0] T21;
  wire T22;
  wire[31:0] T23;
  wire[31:0] T24;
  wire T25;
  wire[31:0] T26;
  wire[31:0] T27;
  wire[62:0] T28;
  wire T29;
  wire[31:0] T67;
  wire T30;
  wire T31;
  wire T32;
  wire[31:0] T68;
  wire T33;
  wire T34;
  wire[31:0] T35;
  wire[31:0] T36;
  wire T37;
  wire[31:0] T69;
  wire T38;
  wire T39;
  wire T40;
  wire[31:0] T70;
  wire T41;
  wire T42;
  wire T43;
  wire[31:0] T71;
  wire T44;
  wire T45;
  wire T46;
  wire[31:0] T72;
  wire T47;
  wire T48;
  wire[31:0] T49;
  wire[31:0] T50;
  wire T51;
  wire[31:0] T52;
  wire[31:0] T53;
  wire T54;
  wire[31:0] T55;
  wire[31:0] T56;
  wire T57;
  wire[31:0] T58;
  wire[31:0] T59;
  wire T60;
  wire[31:0] T61;
  wire[31:0] T62;
  wire T63;
  wire[31:0] T64;
  wire[31:0] T65;
  wire T66;
  assign io_zero = T0;
  assign T0 = T1 ? 1'h1 : 1'h0;
  assign T1 = io_out == 32'h0;
  assign io_out = alu_out;
  assign alu_out = T2;
  assign T2 = T66 ? T64 : T3;
  assign T3 = T63 ? T61 : T4;
  assign T4 = T60 ? T58 : T5;
  assign T5 = T57 ? T55 : T6;
  assign T6 = T54 ? T52 : T7;
  assign T7 = T51 ? T72 : T8;
  assign T8 = T46 ? T71 : T9;
  assign T9 = T43 ? T70 : T10;
  assign T10 = T40 ? T69 : T11;
  assign T11 = T37 ? T68 : T12;
  assign T12 = T32 ? T67 : T13;
  assign T13 = T29 ? T26 : T14;
  assign T14 = T25 ? T23 : T15;
  assign T15 = T22 ? T18 : T16;
  assign T16 = T17 ? io_a : 32'h0;
  assign T17 = io_op == 4'hf;
  assign T18 = T19;
  assign T19 = $signed(T21) >>> alu_shamt;
  assign alu_shamt = T20;
  assign T20 = io_b[4:0];
  assign T21 = io_a;
  assign T22 = io_op == 4'he;
  assign T23 = T24;
  assign T24 = io_a >> alu_shamt;
  assign T25 = io_op == 4'hd;
  assign T26 = T27;
  assign T27 = T28[31:0];
  assign T28 = io_a << alu_shamt;
  assign T29 = io_op == 4'hc;
  assign T67 = {31'h0, T30};
  assign T30 = T31;
  assign T31 = io_b <= io_a;
  assign T32 = io_op == 4'hb;
  assign T68 = {31'h0, T33};
  assign T33 = T34;
  assign T34 = $signed(T36) <= $signed(T35);
  assign T35 = io_a;
  assign T36 = io_b;
  assign T37 = io_op == 4'ha;
  assign T69 = {31'h0, T38};
  assign T38 = T39;
  assign T39 = io_a != io_b;
  assign T40 = io_op == 4'h9;
  assign T70 = {31'h0, T41};
  assign T41 = T42;
  assign T42 = io_a == io_b;
  assign T43 = io_op == 4'h8;
  assign T71 = {31'h0, T44};
  assign T44 = T45;
  assign T45 = io_a < io_b;
  assign T46 = io_op == 4'h7;
  assign T72 = {31'h0, T47};
  assign T47 = T48;
  assign T48 = $signed(T50) < $signed(T49);
  assign T49 = io_b;
  assign T50 = io_a;
  assign T51 = io_op == 4'h6;
  assign T52 = T53;
  assign T53 = io_a ^ io_b;
  assign T54 = io_op == 4'h5;
  assign T55 = T56;
  assign T56 = io_a | io_b;
  assign T57 = io_op == 4'h4;
  assign T58 = T59;
  assign T59 = io_a & io_b;
  assign T60 = io_op == 4'h3;
  assign T61 = T62;
  assign T62 = io_a - io_b;
  assign T63 = io_op == 4'h2;
  assign T64 = T65;
  assign T65 = io_a + io_b;
  assign T66 = io_op == 4'h1;
endmodule
```
`run.sh`:
```
#!/bin/bash
# OpenROAD 26Q1-2900-gdf79404cd8, Yosys 0.63+post, stock flow scripts
make -C /OpenROAD-flow-scripts/flow DESIGN_CONFIG=/design/flow/config.mk WORK_HOME=/design/flow/orfs finish
```
`config.mk`:
```
export PLATFORM = sky130hd
export DESIGN_NAME = Alu
export DESIGN_NICKNAME = Alu
export VERILOG_FILES = /design/flow/design.v
export SDC_FILE = /design/flow/constraint.sdc
export NUM_CORES = 4
export LEC_CHECK = 1
export CORE_UTILIZATION = 40
```
`constraint.sdc`:
```
current_design Alu

set clk_period 12.3
set clk_io_pct 0.2

create_clock -name clk0 -period $clk_period

set non_clock_inputs [all_inputs -no_clocks]
set_input_delay [expr $clk_period * $clk_io_pct] -clock clk0 $non_clock_inputs
set_output_delay [expr $clk_period * $clk_io_pct] -clock clk0 [all_outputs]
```
==> changes_impl.md <==
### Implementation results

- Via total after detailed routing: 14010
- Startpoint Class: primary input
- Die width: 168.6 microns
- Post-synthesis instance area: 11100 sq um
- Leak pwr: 4.981 nW
- Switching Power: 382.2 uW
- Slew Viols, Final: 0
- Tool warnings: 128
- Max Freq: 87.72 MHz
- Area leader share: 14.43%
- Core area: 27100 sq um
- Critical setup path kind: primary input to output port
- Detailed Route WL: 63.75 mm
- Final Hold Viols: 0
- Avg Inst Size Synth: 6.949 sq um
- # clk buffers: 0
- Routed Antenna Nets: 0
- Die ar.: 28420 sq um
- WL met3: 7.340 mm
- Power per Cell Area: 49.13 nW/um^2
- Seq pwr share: 0%
- Antenna diodes: 0
- Met2 wire length: 26.62 mm
- Slew margin rel.: 39.18%
- Uppermost layer routed: met5
- Clock Power Share: 0%
- Layout area overhead: 11.62%
- WP data required: 9840 ps
- GP Congestion: 1.081
- Fin crit share: 92.68%
- Largest net degree at the start of global routing: 48
- DRC Markers: 0
- Seq cells: 0
- Commonest cells in the synthesized netlist: nor2_1, nand2_1, a21oi_1, ha_1, inv_1
- Post-synthesis cell type with the largest combined area: ha_1
- CP Launch Point: io_b[4]
- Worst vdd ir: 0.02214 mV
- Seq share, synth: 0%
- Type of the most critical hold path: primary input to output port
- Status: finished clean
- Register area: 0 sq um
- Drt first pass iters: 8
- WL/cell: 32.02 microns
- Final Non-Filler Cells: 1991
- Hpwl dp: 50.19 mm
- Cts hold-fix bufs: 0
- Met1 wire length: 26.57 mm
- Least-Margin Pin Slew: 902.8 ps
- Switching Fraction: 62.80%
- Vias per cell: 7.038
- Overflow after GRT: 0
- Placed Instances: 1991
- Max-cap violations: 0
- FP Core Util: 40.95%
- Combinational power share: 100.0%
- Top-count cell post-synth: nor2_1
- Die height: 168.6 microns
- I/O pin cnt: 101
- YS chip area: 11100 sq um
- Port Buffer Count: 101
- Period minus WS final: 11400 ps
- Resize count post-CTS: 0
- First-pass GRT wire length: 92.79 mm
- Yosys cell count: 1597
- Synth warn: 0
- RSZ-0062 raised after global routing: no
- Cell area leaders: ha_1, a21oi_1, mux4_2
- CP arrival: 8940 ps
- Initial antenna violation count: 3
- Synth Instances: 1597
- Crit path capture type: output port
- Yosys cell types: 88
- Post-Route Setup TNS: 0 ps
- Post-layout util: 45.71%
- Row cnt: 60
- DRT iter0 DRCs: 1975
- Share of cells above drive strength 1: 9.944%
- Final setup viols: 0
- Buffer count from post-CTS setup fixing: 0
- Vias in the first global route: 13200
- Power Internal: 226.4 uW
- Global Route Usage Sum: 45.30%
- Setup crit end: io_zero
- Critical path peak fanout: 14
==> power groups by stage <==
stage	Clock [mW]	Sequential [mW]	Combinational [mW]
CTS	0	0	0.586
global route	0	0	0.638
finish	0	0	0.609
==> cell usage in the layout (no fill, tap or decap), drive strengths merged, types with 37 or more instances in the layout <==
master | Yosys | layout
o21ai | 100 | 100
clkdlybuf4s50 | 0 | 97
buf | 47 | 51
nand2 | 138 | 138
a21oi | 135 | 135
mux4 | 37 | 37
mux2i | 52 | 52
ha | 128 | 128
nor2 | 144 | 144
mux2 | 39 | 39
inv | 108 | 108
nor3 | 49 | 49
==> cell families after synthesis <==
group,count (synthesis),share of synthesized area [%]
AOI/OAI and AO/OA,575,35.67
and+or+nand+nor,508,22.31
buffers and inverters,236,8.794
adders and majority gates,130,14.79
muxes,128,16.85
xor gates and xnor gates,20,1.578
==> per-layer routing <==
layer | global-route usage, % | vias to the layer above
met5 | 0 | -
met4 | 18.10 | 2
met3 | 10.00 | 192
met2 | 66.77 | 1028
met1 | 64.38 | 6690
li1 | - | 6101
==> through the flow <==
step                hold WS (ps)  cell area [sq um]  setup WS [ps]  power (mW)
CTS                         6178              12390           1163      0.5856
global route                6225              12390          742.0      0.6383
detailed placement          6172              12390           1189      0.5822
floorplan                   5210              11100           3020      0.3461
global placement            6167              12390           1327      0.5872
finish                      6201              12390          900.4      0.6086
==> how the worst min path moves through the flow <==
stage | startpoint | endpoint | slack, ps | cells after the start
CTS | io_b[3] | io_out[2] | 6180 | 5
global route | io_b[3] | io_out[2] | 6230 | 5
finish | io_b[3] | io_out[2] | 6200 | 5
==> cell type report <==
class                           count  area, sq um
Fill cell                        2758        14710
Tap cell                          372        465.4
Timing Repair Buffer              148         1359
Inverter                          110        412.9
Multi-Input combinational cell   1361        10150
==> critical path, cell delays in order <==
cell and delay (ps):
clkdlybuf4s50_1 820, inv_1 320, ha_1 520, a2111oi_0 530
o21ai_0 470, a21oi_1 340, o31ai_1 190, a41oi_1 510
a2111oi_0 180, or4_1 600, or4_1 440, nor4_1 500
nand4b_1 260, nor4b_2 290, clkdlybuf4s50_1 490
No activity file was given, so power comes from the tool's default toggle rates.
